[/design/flow/config.mk]
export PLATFORM = sky130hd
export DESIGN_NAME = NextPClogic
export DESIGN_NICKNAME = NextPClogic
export VERILOG_FILES = /design/flow/design.v
export SDC_FILE = /design/flow/constraint.sdc
export NUM_CORES = 4
export LEC_CHECK = 1
export CORE_AREA = 10 10 113 113
export DIE_AREA = 0 0 123 123
[/design/flow/constraint.sdc]
current_design NextPClogic

set clk_period 36.6
set clk_io_pct 0.2

create_clock -name clk0 -period $clk_period

set non_clock_inputs [all_inputs -no_clocks]
set_input_delay [expr $clk_period * $clk_io_pct] -clock clk0 $non_clock_inputs
set_output_delay [expr $clk_period * $clk_io_pct] -clock clk0 [all_outputs]
[/design/flow/design.v]
module NextPClogic(NextPC, CurrentPC, JumpField,SignExtImm32, Branch, ALUZero, Jump);
output reg [31:0] NextPC;
input [31:0] CurrentPC;
input [25:0] JumpField;
input [31:0] SignExtImm32;
input Branch;
input ALUZero;
input Jump;
reg [27:0]temp;
always@(*) begin
if(Jump==1'b1) begin
	 temp=JumpField<<2;
	  NextPC<= #2 {CurrentPC[31:28],temp[27:0]};  
	end
else if(Branch==1'b1 && ALUZero==1'b1) begin  
	  NextPC<=#4 CurrentPC+4+SignExtImm32*4;  
	end
else begin  
	  NextPC<= #2 CurrentPC+4;  
	end
	end
endmodule
[/design/flow/run.sh]
#!/bin/bash
# OpenROAD 26Q1-2900-gdf79404cd8, Yosys 0.63+post, stock flow scripts
make -C /OpenROAD-flow-scripts/flow DESIGN_CONFIG=/design/flow/config.mk WORK_HOME=/design/flow/orfs finish
==> GITHUB_STEP_SUMMARY <==
### Yosys + OpenROAD results

| Metric | Value |
|---|---|
| Status | complete, no violations |
| Final setup violation count | 0 |
| # rows | 37 |
| GRT overflow | 0 |
| Post-Place Setup Slack | 17.29 ns |
| Chip area | 15,130 um^2 |
| Buf/Inv on CP | 2 |
| Routed Antenna Nets | 0 |
| Post-CTS Resized | 0 |
| Max Cap Viol | 0 |
| Crit-path max cell delay | 0.54 ns |
| Chip width | 123 um |
| Post-CTS setup buffers | 0 |
| Sequential share of power | 0 |
| Slowest cell on the critical path | clkdlybuf4s50_1 |
| Maximum fanout along the worst path | 7 |
| Setup ws final | 17.31 ns |
| DPL Wire Length | 8.988 mm |
| Ratio of cells with drive above 1 in the final layout | 0.04664 |
| Worst path cell trace | clkdlybuf4s50_1 > and3_1 > nand4_1 > or2_1 > nor2_1 > nand2_1 > xnor2_1 > ha_1 > a21oi_1 > o21ai_0 > o31ai_1 > a21oi_2 > a211o_1 > xor2_1 > and3_4 > o21a_1 > xor2_1 > clkdlybuf4s50_1 |
| Combinational power share | 1.000 |
| Die y size | 123 um |
| Core Region | 10,320 um^2 |
| Core Util, Final | 0.4116 |
| GPL Wtd Cong | 0.9421 |
| Worst hold path depth | 4 |
| Crit path kind | input pin to output port |
| Pwr Density | 14.54 nW/um^2 |
| Fillers | 1,062 |
| Startpoint Class | input pin |
| Worst path arrival time | 11.97 ns |
| Port bufs | 123 |
| FFs & Latches | 0 |
| Logic area | 2754 um^2 |
| Min cycle time layout | 19.29 ns |
| Number of cells on the critical path | 18 |
| 1st-iter DRT viols | 144 |
| Clock buffers | 0 |
| Ant diodes | 0 |
| First-pass DRT Iterations | 4 |
| Hold_buf cts | 0 |
| Syn. warnings | 1 |
| Leak | 1.749 nW |
| Sw frac | 0.4697 |
| Worst vdd ir | 0.005880 mV |
| Mean area per synthesized cell | 6.750 um^2 |
| Unrepaired setup endpoints after global routing | no |
| Vias/cell | 5.060 |
| Initial Util | 0.2798 |
| Mapped Cells | 428 |
| Initial antenna violation count | 0 |
| Vias in the first global route | 3,438 |
| Total track usage | 0.1369 |
| Largest net degree at the start of global routing | 37 |
| Tool warnings | 41 |
| Switching pwr | 0.00002901 W |
| CP Capture Type | output port |
| Hold Crit Class | input pin to output port |
| Clock power share | 0 |
| Max-slew violations | 0 |
| Register share after synthesis | 0 |
| Chip Area, Yosys | 2889 um^2 |
| # IOs | 125 |
| Flop area | 0 um^2 |
| Vias after detailed routing | 3,400 |
| Max-slew headroom | 0.6218 |
| Slew of the pin with the lowest slew margin | 0.5643 ns |
| Routed len/inst | 15.86 um |
| First-pass GRT wire length | 17.14 mm |
| Routed WL | 10.66 mm |
| Synthesized area | 2889 um^2 |
| Req. time, crit path | 29.28 ns |
| # DRC | 0 |
| Distinct lib cells | 60 |
| Tcrit/Tclk final | 0.5270 |
| Hold Vio Cnt, Final | 0 |
| Internal | 0.00003275 W |
| Ys cells | 428 |
| Fin Setup TNS | 0 ns |
| Area grow syn2layout | 47.08% |
| CP top delay family | simple AND/OR/NAND/NOR gates |
| Max Freq | 51.85 MHz |
==> cells by family (layout without fill, tap and decap cells) <==
group           after synthesis  in the layout  share of synthesized area
buf+inv                      36            144                    0.04677
fa+ha+maj                    38             38                     0.1672
xor+xnor                     52             52                     0.1576
simple gates                141            141                     0.2360
compound gates              150            150                     0.3504
mux                          11             11                    0.04201
==> power by group through the flow <==
stage	clock [W]	sequential (W)	combinational (W)
finish	0	0	0.0000618
global route	0	0	0.0000691
CTS	0	0	0.0000623
==> tightest hold or removal path, cell delays in order <==
cell and delay (ns):
clkdlybuf4s50_1 0.40, inv_1 0.05, a21oi_1 0.05, clkdlybuf4s50_1 0.40
==> stage by stage <==
stage               cells  hold WS (ns)  total power, W  area [um^2]
detailed placement    672         15.54      0.00006171         4249
finish                672         15.54      0.00006176         4249
floorplan             428         14.67      0.00003556         2889
global placement      672         15.55      0.00006189         4249
global route          672         15.57      0.00006909         4249
CTS                   672         15.55      0.00006229         4249
==> metal layers <==
metal,track usage,part of all wire,vias to the layer above
met1,0.1870,0.47,1495
li1,-,-,1798
met3,0.02683,0.073,5
met2,0.2286,0.45,102
met4,0.009461,0.0073,0
met5,0,0,-
==> synth_stat cells, types with 3 or more instances <==
cell | instances | area share
clkbuf_1 | 18 | 0.023
o21ai_1 | 8 | 0.014
nand3_1 | 20 | 0.035
o21bai_1 | 3 | 0.0078
a211o_1 | 3 | 0.0091
inv_1 | 17 | 0.022
o211ai_1 | 3 | 0.0078
nor3_1 | 7 | 0.012
mux2_2 | 7 | 0.027
nand4_1 | 8 | 0.017
o31ai_1 | 3 | 0.0078
nand2b_1 | 4 | 0.0087
a31oi_1 | 3 | 0.0065
xor2_1 | 24 | 0.073
a21oi_1 | 49 | 0.085
and2_1 | 5 | 0.011
and3_1 | 7 | 0.015
o21a_1 | 6 | 0.016
nor2_1 | 39 | 0.051
nand2_1 | 38 | 0.049
ha_1 | 37 | 0.16
nor2b_1 | 4 | 0.0087
xnor2_1 | 28 | 0.085
a21o_1 | 15 | 0.039
a221oi_1 | 3 | 0.0091
o21ai_0 | 18 | 0.031
a211oi_1 | 9 | 0.023
==> layout by cell type (no fill, tap or decap), types with 4 or more instances in the layout <==
master	count
ha_1	37
and3_1	7
nand2_1	38
o21ai_1	8
nand4_1	8
and2_1	5
xnor2_1	28
buf_4	4
a21o_1	15
mux2_2	7
xor2_1	24
clkdlybuf4s50_1	123
nand2b_1	4
nor2_1	39
inv_1	17
nand3_1	20
o21a_1	6
nor3_1	7
a21oi_1	49
o21ai_0	18
nor2b_1	4
a211oi_1	9
==> area by class of cell <==
class / instances / area share
tap: 136 / 0.04005
timing repair buffer: 127 / 0.2968
multi-input combinational: 392 / 0.6481
inverter: 17 / 0.01502
==> path summary, 6_finish.rpt <==
path / slack, ns / from / endpoint
worst max-delay path: 17.31 / CurrentPC[7] / NextPC[31]
worst min-delay path: 15.54 / JumpField[14] / NextPC[16]
No activity file was given, so power comes from the tool's default toggle rates.
