==> flow/design.v <==
`timescale 1ns / 1ps
module RegisterFile(BusA, BusB, BusW, RA, RB, RW, RegWr, Clk);
	output [31:0] BusA, BusB;  
	input [31:0] BusW;
	input [4:0] RA,RB,RW;
	input RegWr, Clk;
	reg [31:0] registers [31:0];  
	initial begin  
	registers[0]<=31'b0;
	end
	assign #2 BusA =  registers[RA];
	assign #2 BusB =  registers[RB];  
	always @ (negedge Clk) begin  
		if((RW!==0) && RegWr) 
		  registers[RW] <=  #3 BusW;  
	end
endmodule
==> flow/run.sh <==
#!/bin/bash
# OpenROAD 26Q1-2900-gdf79404cd8, Yosys 0.63+post, stock flow scripts
make -C /OpenROAD-flow-scripts/flow DESIGN_CONFIG=/design/flow/config.mk WORK_HOME=/design/flow/orfs finish
==> flow/config.mk <==
export PLATFORM = sky130hd
export DESIGN_NAME = RegisterFile
export DESIGN_NICKNAME = RegisterFile
export VERILOG_FILES = /design/flow/design.v
export SDC_FILE = /design/flow/constraint.sdc
export NUM_CORES = 4
export LEC_CHECK = 1
export CORE_UTILIZATION = 30
==> flow/constraint.sdc <==
current_design RegisterFile

set clk_period 8.0
set clk_io_pct 0.2

create_clock -name clk0 -period $clk_period [get_ports {Clk}]

set non_clock_inputs [all_inputs -no_clocks]
set_input_delay [expr $clk_period * $clk_io_pct] -clock clk0 $non_clock_inputs
set_output_delay [expr $clk_period * $clk_io_pct] -clock clk0 [all_outputs]
==> flow_summary_export.csv <==
group,metric,value,unit
synthesis,synth_cell_types,25,
critical_path,worstPathArrival,6330,ps
route,wirelength,159.2,mm
grt,overflow,0,
route,ant_nets,0,
route,via_count,34960,
pwr,p_per_area,235.5,mW/mm²
route,first_pass_iters,5,
critical_path,worstSetupPathType,"flop to output port",
pwr,max-vdd-ir-drop,0.2308,mV
final_layout,design_area,0.06194,mm²
timing,hold_viol,0,
route,via_per_inst,5.105,
floorplan,initCoreUtil,30.30,%
synthesis,ys_sh_mux,21.02,%
synthesis,syn_area,0.04876,mm²
synthesis,postSynthCellCount,3387,
grt,track_usage,20.37,%
placed_design,placed_cell_area,0.05345,mm²
critical_path,cpPeakStageDelay,370,ps
placed_design,hpwlAfterDp,90.98,mm
critical_path,crit_path_end,"BusA[10]",
synthesis,yosysTopAreaCell,"edfxtp_1",
critical_path,crit_chain,"mux2i_1, a22o_1, nor3_2, a31oi_2, nand3_2, dlygate4sd2_1",
grt,grt_max_degree,85,
critical_path,worstPathMaxFanout,2,
clocking,clock-sinks,1024,
synthesis,yosysWarnings,1,
grt,grt_pass1_wl,230.5,mm
synthesis,yosys.area_share.simple,4.708,%
final_layout,area_growth,27.03,%
route,topRoutingLayerUsed,"met5",
clocking,cts.clk_slew.worst_paths,30,ps
floorplan,core,0.1609,mm²
synthesis,top_logic_kind,"multiplexers",
synthesis,ys_area,0.04876,mm²
job,tool_warnings,1030,
status,status,"finished, final reports clean",
placed_design,portBuffers,112,
timing,worstMarginPinSlew,814.4,ps
final_layout,final_layout_size_suffix_gt1_share,11.30,%
placed_design,gp_congestion,0.8720,
final_layout,largest_register,"registers",
grt,grt_pass1_vias,38000,
timing,rsz0062_at_grt,"true",
synthesis,ys_ff,1024,
synthesis,common_cells,"edfxtp_1, mux2i_1, nand2_1, nand3_1",
floorplan,die-area,0.1642,mm²
final_layout,largest_reg_flops,1024,
timing,slew_violations,0,
synthesis,postSynthSeqShare,63.06,%
timing,relSlewSlack,45.71,%
synthesis,ff_type,"edfxtp_1",
synthesis,ys_sh_aoi,8.047,%
final_layout,final_core_util,38.49,%
clocking,hold_buffers,0,
synthesis,fa_ha_area_share,0,%
floorplan,ios,113,
critical_path,end_kind,"output port",
clocking,cts_buffers,113,
route,remaining_drc_errors,0,
critical_path,worst_path_max_delay_cell,"edfxtp_1",
synthesis,ys_cells,3387,
synthesis,synth-edff-count,1024,
floorplan,std_cell_rows,147,
hold_path,hold_class,"primary input to output port",
route,wl_met2,73.64,mm
critical_path,required,6400,ps
route,wl_met3,21.51,mm
critical_path,timing.critical_path.from,"registers[7][10]$_DFFE_NP_",
synthesis,avgSynthCellArea,14.40,µm²
grt,antenna_found_initial,10,
timing,setup_violations,0,
clocking,cts_root_buffer,"clkbuf_16",
synthesis,xor_area_share,0,%
route,drtIter0Drc,2256,
floorplan,die_x,405.2,µm
synthesis,synthDominantCellAreaShare,63.06,%
clocking,clock_path_buffers,3,
route,met1_length,58.50,mm
floorplan,die_h,405.2,µm
clocking,h-tree-depth,3,
route,routedWlPerCell,23.25,µm
clocking,cts_tree,"yes",
synthesis,async_reset_ff_share,0,%
critical_path,start_kind,"flop",
final_layout,reg.largest.list,"registers (1024)",
pwr,power_leakage,0.02683,µW
job,maxCapViolCount,0,
synthesis,top_cells_by_area,"edfxtp_1, mux2i_1, a22oi_1, a22o_1, nand3_1",
[cell usage in the layout (no fill, tap or decap), types with 5 or more instances in the layout]
cell / count
clkdlybuf4s50_1: 53
conb_1: 32
dlymetal6s2s_1: 19
dlygate4sd2_1: 33
bufinv_16: 20
nand3b_1: 5
a22o_1: 128
nand3_1: 146
mux2i_1: 1024
nor3_1: 31
inv_1: 1049
nor3_2: 25
nand2_1: 193
nand3_2: 42
buf_12: 52
inv_4: 6
a31oi_4: 5
a22oi_1: 188
nor2_4: 33
a31oi_1: 32
edfxtp_1: 1024
a31oi_2: 27
nor3_4: 8
clkinvlp_2: 31
nand3_4: 6
buf_4: 125
a21oi_1: 192
diode_2: 5
clkbuf_16: 115
[report_power, final]
group          switching (µW)  internal (µW)  leakage, µW
clock                    3400           3920      0.00736
combinational             758            440       0.0102
sequential               31.8           6030      0.00925
[metal layers]
layer	vias up	track usage, %
li1	15801	-
met1	16994	23.90
met2	1857	29.42
met3	294	13.36
met4	14	8.765
met5	-	1.219
[area by class of cell]
cell class	instances	area (µm²)
diodes	5	12.51
clock buffers	115	2878
clock inverters	1114	4832
fillers	14749	98990
multi-input cells	2140	17650
flip-flops and latches	1024	30750
well taps	2160	2703
repair buffers	290	3118
[kinds of logic (layout without fill, tap and decap cells)]
| logic type | after synthesis | after routing |
|---|---|---|
| mux | 1024 | 1024 |
| compound gates | 576 | 576 |
| buf+inv | 254 | 1519 |
| other cells | 1 | 37 |
| simple gates | 508 | 508 |
| flops | 1024 | 1024 |
[worst min-delay path by stage]
| stage | start | end | depth (start not counted) |
|---|---|---|---|
| 4_1_cts | RA[1] | BusA[15] | 6 |
| 5_1_grt | RA[1] | BusA[13] | 6 |
| 6_report | RA[1] | BusA[13] | 6 |
[what timing repair did]
item	4_1_cts	5_1_grt
pin swaps	39	37
setup endpoints to repair	56	33
resized	156	45
buffers inserted	0	2
[critical path, delay by kind of cell, from the launching register on]
kind                   cells  cell delay [ps]
multiplexers               1              160
AND-OR/OR-AND              2              470
AND/OR/NAND/NOR            2              280
buffers and inverters      1              350
flip-flops                 1              370
[stage by stage]
stage / hold slack [ps] / cells / setup WS (ps) / TNS, ps / power, µW
floorplan: 3461 / 3418 / -19.89 / -3516 / 7504
global route: 4153 / 6845 / -4.430 / -4.430 / 15500
CTS: 4282 / 6841 / -35.69 / -53.58 / 14800
detailed placement: 4607 / 5613 / 244.9 / 0 / 8051
global placement: 4608 / 5613 / 260.0 / 0 / 8045
finish: 4089 / 6848 / 67.12 / 0 / 14590
Power and IR drop assume default switching activity.
